`/design/flow/design.v`:
```
module counter(
    input logic clk,
    input logic rst_n,
    input logic start,
    input logic stop,
    input logic [1:0] mode,
    output logic [10:0] counter_out
);
logic [3:0] size;
always_comb begin
    case (mode)
        2'b00: size = 8;
        2'b01: size = 9;
        2'b10: size = 10;
        2'b11: size = 11;
        default: size = 0;  
    endcase
end
logic [10:0] state, next_state;
always_comb begin
    next_state = '0;
    unique case (size)
        8:  next_state[7:0]   = state[7:0]   + 8'd1;
        9:  next_state[8:0]   = state[8:0]   + 9'd1;
        10: next_state[9:0]   = state[9:0]   + 10'd1;
        11: next_state[10:0]  = state[10:0]  + 11'd1;
        default: next_state   = state;
    endcase
end
logic run;
always_ff @(posedge clk or negedge rst_n) begin
    if (!rst_n) begin
        state <= '0;
        run   <= 1'b0;
    end else begin
        if (start && !stop) begin
            run   <= 1'b1;
            state <= 11'b00000000000; 
        end else if (run && !stop) begin
            state <= next_state;
        end
    end
end
assign counter_out = state;
endmodule
```
`/design/flow/config.mk`:
```
export PLATFORM = sky130hd
export DESIGN_NAME = counter
export DESIGN_NICKNAME = counter
export VERILOG_FILES = /design/flow/design.v
export SDC_FILE = /design/flow/constraint.sdc
export NUM_CORES = 4
export LEC_CHECK = 1
export CORE_AREA = 10 10 75 75
export DIE_AREA = 0 0 85 85
```
`/design/flow/constraint.sdc`:
```
current_design counter

set clk_period 2.2
set clk_io_pct 0.2

create_clock -name clk0 -period $clk_period [get_ports {clk}]

set non_clock_inputs [all_inputs -no_clocks]
set_input_delay [expr $clk_period * $clk_io_pct] -clock clk0 $non_clock_inputs
set_output_delay [expr $clk_period * $clk_io_pct] -clock clk0 [all_outputs]
```
`/design/flow/run.sh`:
```
#!/bin/bash
# OpenROAD 26Q1-2900-gdf79404cd8, Yosys 0.63+post, stock flow scripts
make -C /OpenROAD-flow-scripts/flow DESIGN_CONFIG=/design/flow/config.mk WORK_HOME=/design/flow/orfs finish
```
==> flow_summary.yaml <==
# flow metrics
status:
  status: "finished, final reports clean"
drt:
  wl_per_cell_um: 12.3
  antennaDiodeCount: 0
  wirelength_um: 2020
  dr.pass1.iters: 4
  ant_nets: 0
  drc_errors: 0
  wl_met1_um: 961
  met2_length_um: 882
  top_layer_used: "met3"
  drt_first_iter_violations: 67
  wl_met3_um: 176
  viasPerCell: 4.68
  routed-via-count: 768
sta:
  finalCritPeriodShare_pct: 90.4
  fin_crit_ps: 1990
  slew_viol_final: 0
  hold_viol: 0
  slew-limit-headroom_pct: 62.9
  max_freq_mhz: 503
  worst_slew_pin_slew_ps: 555
  hold_slack_ps: 546
  skew_ps: 6.16
  rsz0062_at_grt: "no"
  setup_violations: 0
cts:
  clockBufferDepth: 2
  cts_tree: "yes"
  cts_resized: 0
  cts_hold_buffers: 0
  clock-sinks: 12
  clk_pin_slew_worst_paths_ps: 50
  clock_latency_ps: 240
  h-tree-depth: 1
  numCtsBuffers: 3
  clockRootBuffer: "clkbuf_8"
  post_cts_buffers: 0
worst_hold_path:
  min_path_type: "reg -> reg"
  min_from: "state[10]$_DFFE_PN0P_"
  min_delay_path_depth: 2
  hold_path_end: "state[10]$_DFFE_PN0P_"
yosys:
  synth-edff-count: 0
  postSynthAreaPerCell_sq_um: 9.33
  synth_largest_type_area_fraction_pct: 37.0
  top_area_cell: "dfrtp_1"
  synthArstFlopShare_pct: 100
  ff_type: "dfrtp_1"
  synth_cell_types: 32
  ys_warn_count: 1
  synthXorXnorAreaFrac_pct: 1.08
  ys_seq_share_pct: 37.0
  fa_ha_area_share_pct: 9.24
  syn-cell-area_sq_um: 812
  synth-simple-area-share_pct: 26.8
  muxShareOfSynthArea_pct: 1.39
  synth_chip_area_sq_um: 812
  synthAoiAreaFrac_pct: 21.9
  synth.comb.largest_family: "simple AND/OR/NAND/NOR gates"
  area_leaders: "dfrtp_1 (37%), ha_1 (9.2%), a21oi_1 (4.9%), a31oi_1 (3.9%), nand3_1 (3.1%)"
  synthCells: 87
  ys_cells: 87
  synth_flops: 12
grt:
  grt_max_degree: 13
  antenna_found_initial: 0
  grt_pass1_vias: 776
  grt-ovfl-total: 0
  grt_pass1_wl_um: 3580
  track_usage_pct: 5.72
placement:
  port_buffers: 16
  dp_hpwl_um: 1600
  routabilityCongestion: 0.854
  place_area_sq_mm: 0.00109
die:
  die_area_sq_mm: 0.00723
  core-area_sq_mm: 0.00406
  io-pin-count: 17
  initial_core_util_pct: 20.0
  fp-row-count: 23
  die_width_um: 85
  die_h_um: 85
setup_path:
  slowest_delay_ps: 530
  r2r_setup_slack_ps: 670
  reg2regPathDepth: 5
  cp_max_fo: 4
  worst_r2r_endpoint: "state[8]$_DFFE_PN0P_"
  arrival_ps: 2120
  critPathBufInv: 2
  crit_family: "AND-OR/OR-AND gates"
  worstSetupEndpointType: "flop"
  slowest_stage: "clkdlybuf4s50_1"
  rr_startpoint: "state[0]$_DFFE_PN0P_"
  required_ps: 2330
  critPathLaunchType: "input pin"
  path_cells: "clkdlybuf4s50_1 -> inv_1 -> ha_1 -> o31a_1 -> o21bai_2 -> o41ai_2 -> a22o_1"
  crit_type: "in -> reg"
cells_and_area:
  comb_area_sq_um: 490
  design_area_sq_mm: 0.00115
  most-common-layout-cells: "clkdlybuf4s50_1 (16), dfrtp_1 (12), buf_4 (9), a21oi_1 (8)"
  regArea_sq_um: 300
  post_route_cells_drive_above_1_share_pct: 16.7
  final_util_pct: 28.3
  area_growth_pct: 41.3
  layout_top_cell: "clkdlybuf4s50_1"
  nFillCells: 428
flow_run:
  drv_cap: 0
  warnings: 29
pwr:
  power.density_mw_per_mm2: 550
  max-vdd-ir-drop_uv: 218
  finalPower_w: 0.000631
  power_leakage_nw: 0.476
-- per-stage QoR --
step,worst slack (ps),setup TNS [ps],instances
3_3_place_gp,-0.714,-0.714,160
2_1_floorplan,555,0,87
6_report,211,0,164
3_5_place_dp,-37.2,-62.5,160
5_1_grt,62.8,0,164
4_1_cts,205,0,164
-- worst min-delay path: stages (launching register included) --
cell	delay, ps
dfrtp_1	380
o21ai_1	80
o31ai_1	50
-- kinds of logic (layout without fill, tap and decap cells) --
logic type	after synthesis	count (layout)
and+or+nand+nor	36	36
DFF	12	12
adders and majority gates	6	6
xor gates and xnor gates	1	1
AOI/OAI and AO/OA	26	26
muxes	1	1
buffers and inverters	5	32
-- power by group --
part	switching, W	internal (W)
Sequential	0.0000247	0.000236
Combinational	0.0000573	0.0000780
Clock	0.0000774	0.000158
Total	0.000159	0.000472
-- Yosys cell counts (2+ instances only) --
library cell,instances
o21ai_0,2
dfrtp_1,12
nor2_1,6
nand4_1,2
nand2_1,5
or3_1,2
ha_1,6
a31oi_1,5
nand3_1,5
and3_1,3
inv_1,3
a22o_1,2
a41oi_1,2
o21ai_1,2
a21oi_1,8
buf_2,2
nor3_1,5
-- registers in the layout, indices dropped and copies added (netlist names) --
name   count
run        1
state     11
-- layer usage --
metal,vias up,track usage [%]
li1,384,-
met2,21,8.58
met4,0,0.150
met1,363,7.85
met5,-,0
met3,0,2.50
-- final cells by class --
cell class	count	area share (%)
well taps	50	5.45
clock buffers	4	4.80
multi-input cells	70	42.7
flip-flops and latches	12	26.2
inverters	3	0.981
repair buffers	25	19.8
-- worst max path at each step --
stage	startpoint	endpoint	slack, ps	depth (start not counted)
6_report	mode[1]	state[8]$_DFFE_PN0P_	210	7
5_1_grt	mode[1]	state[6]$_DFFE_PN0P_	60	8
4_1_cts	mode[1]	state[8]$_DFFE_PN0P_	200	7
No activity file was given, so power comes from the tool's default toggle rates.
