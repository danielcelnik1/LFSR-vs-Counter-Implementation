<file path="design/flow/config.mk">
export PLATFORM = sky130hd
export DESIGN_NAME = lfsr
export DESIGN_NICKNAME = lfsr
export VERILOG_FILES = /design/flow/design.v
export SDC_FILE = /design/flow/constraint.sdc
export NUM_CORES = 4
export LEC_CHECK = 1
export CORE_AREA = 10 10 70 70
export DIE_AREA = 0 0 80 80
</file>
<file path="design/flow/design.v">
module lfsr(
    input logic clk,
    input logic rst_n,
    input logic start,
    input logic stop,
    input logic [1:0] mode,
    output logic [10:0] lfsr_out
);
logic [3:0] size;
always_comb begin
    case (mode)
        2'b00: size = 8;
        2'b01: size = 9;
        2'b10: size = 10;
        2'b11: size = 11;
        default: size = 0;  
    endcase
end
logic [10:0] state, next_state;
function automatic logic feedback(input logic [10:0] s, input int size_n);
    case (size_n)
        8: feedback = s[7] ^ s[5] ^ s[4] ^ s[3];
        9: feedback = s[8] ^ s[4];
        10: feedback = s[9] ^ s[6];
        11: feedback = s[10] ^ s[8];
        default: feedback = 1'b0;
    endcase
endfunction
always_comb begin
    next_state = 0;  
    case (size)
        8: next_state[7:0] = {state[6:0], feedback(state, size)};
        9: next_state[8:0] = {state[7:0], feedback(state, size)};
        10: next_state[9:0] = {state[8:0], feedback(state, size)};
        11: next_state[10:0] = {state[9:0], feedback(state, size)};
        default: next_state = state;
    endcase
end
logic run;
always_ff @(posedge clk or negedge rst_n) begin
    if (!rst_n) begin
        state <= '0;
        run   <= 1'b0;
    end else begin
        if (start && !stop) begin
            run   <= 1'b1;
            state <= 11'b00000000001;   
        end else if (run && !stop) begin
            state <= next_state;
        end
    end
end
assign lfsr_out = state;
endmodule
</file>
<file path="design/flow/run.sh">
#!/bin/bash
# OpenROAD 26Q1-2900-gdf79404cd8, Yosys 0.63+post, stock flow scripts
make -C /OpenROAD-flow-scripts/flow DESIGN_CONFIG=/design/flow/config.mk WORK_HOME=/design/flow/orfs finish
</file>
<file path="design/flow/constraint.sdc">
current_design lfsr

set clk_period 2.2
set clk_io_pct 0.2

create_clock -name clk0 -period $clk_period [get_ports {clk}]

set non_clock_inputs [all_inputs -no_clocks]
set_input_delay [expr $clk_period * $clk_io_pct] -clock clk0 $non_clock_inputs
set_output_delay [expr $clk_period * $clk_io_pct] -clock clk0 [all_outputs]
</file>
==> flow.log <==
[report] implementation figures
[metrics] CTS tree: built
[metrics] overall global routing resource usage: 5.42%
[metrics] final setup violating endpoints: 0
[metrics] Core Rows: 21
[metrics] power per cell area: 626 mW/mm²
[metrics] clock tree sinks: 12
[metrics] Residual DRC: 0
[metrics] antenna violations before repair: 0
[metrics] skew final: 0.00620 ns
[metrics] switching component of the power: 155 µW
[metrics] count of distinct cell types in the synthesized netlist: 24
[metrics] Area Growth Syn to Fin: 37.2%
[metrics] top cells by instance count after synthesis: nand2_1, dfrtp_1, o21ai_0
[metrics] combinational gate area: ~360 µm²
[metrics] clk slew on worst S/H paths: 0.08 ns
[metrics] CP max stage delay: 0.54 ns
[metrics] Fmax achieved: 0.522 GHz
[metrics] reg-to-reg endpoint: state[2]
[metrics] number of buffers inserted for hold repair after clock tree synthesis: 0
[metrics] max cap viols: 0
[metrics] Critical R2R Launch: run
[metrics] gate family responsible for the most delay along the worst path: buffers and inverters
[metrics] post-route cell area: 937 µm²
[metrics] placeable core region: 0.00342 mm²
[metrics] data required time at the worst endpoint: about 2.4 ns
[metrics] cell type contributing the most total cell area after synthesis: dfrtp_1
[metrics] number of buffers added by the clock tree synthesis step: 3
[metrics] top flip-flop cell by instance count after synthesis: dfrtp_1
[metrics] average cell area after synthesis: 9.62 µm²
[metrics] wire length of the first global-routing pass: 2840 µm
[metrics] Detailed Route WL: 1610 µm
[metrics] critical path class: in -> reg
[metrics] Sequential Area: 300 µm²
[metrics] Die Span X: about 80 µm
[metrics] maximum ir drop on the vdd rail: 0.000258 V
[metrics] sequential share of the synthesized area: 44.0%
[metrics] largest net degree at the start of global routing: 15
[metrics] share of final-layout standard cells stronger than drive strength 1: 8.79%
[metrics] Min Clock Period, post-route: 1.92 ns
[metrics] headroom to the max-slew limit: 64.2%
[metrics] Worst Setup Slack, final: 0.284 ns
[metrics] switching power share of the total: about a quarter
[metrics] part of the total power dissipated in sequential elements: 46.4%
[metrics] Synth Cell Area: between 600 and 700 µm²
[metrics] Setup Total Neg Slack: 0 ns
[metrics] worst path cell trace: clkdlybuf4s50_1 > inv_1 > ha_1 > or4_4 > a21oi_1 > o21ai_1 > nand2_1
[metrics] Final ANT Viol Nets: 0
[metrics] starting density of the core: 20.0%
[metrics] tool warnings: 30
[metrics] async set-or-reset flop fraction in the synthesized netlist: about 100%
[metrics] Iteration-0 DRC Markers: 16
[metrics] total congestion overflow after global routing: 0
[metrics] flip-flops with a built-in enable: 0
[metrics] largest driver fanout on the critical path: 4
[metrics] via-per-instance ratio: 3.98
[metrics] slowest cell on the critical path: or4_4
[metrics] Registers, synthesis: 12
[metrics] height of the die: 80 µm
[metrics] actual transition at the worst max-transition pin: 0.536 ns
[metrics] cell count after synthesis: 71
[metrics] total die size: 0.00640 mm²
[metrics] Top cells by area: dfrtp_1, ha_1, nand2_1
[metrics] type of the tightest min-delay check: in -> async
[metrics] clock root buffer master: clkbuf_4
[metrics] RSZ-0062 raised after global routing: false
[metrics] area of placed instances: 901 µm²
[metrics] number of hold violations in the final report: 0
[metrics] Top-area cell share: between 40% and 50%
[metrics] part of the cycle the worst path needs: 87.1%
[metrics] number of warnings issued by yosys: 1
[metrics] internal power contribution: ~430 µW
[metrics] final routed wire length divided by cell count: 11.8 µm
[metrics] top cell type by instance count after synthesis: nand2_1
[metrics] Final GP Congestion: 0.826
[metrics] Clock Tree Buf Depth: 2
[metrics] quantity of I/O buffers inserted on ports: 16
[metrics] Pre-antenna DRT Iters: 4
[metrics] H-tree level count: 1
[metrics] post-CTS resize count: 0
[metrics] Filler Cell Count: between 300 and 400
[metrics] power share of the combinational group: between 20% and 30%
[metrics] setup slack of the most critical reg-to-reg path: 1.01 ns
[metrics] vias in the first global route: between 500 and 600
[metrics] Ports: 17
[metrics] buffers plus inverters on the worst setup path: 2
[metrics] # Cells Yosys: 71
[metrics] HPWL after DPL: 1230 µm
[metrics] Chip Area, Yosys: 683 µm²
[metrics] share of total power in the clock network: 29.5%
[metrics] cell leakage power: 0.000412 µW
[metrics] Worst setup EP type: flop
[metrics] number of diodes: 0
[metrics] vias after detailed routing: 545
[metrics] final count of pins violating max slew: 0
[metrics] pre-CTS setup slack: 0.00234 ns
[metrics] run status: finished clean
[metrics] depth of the most critical reg-to-reg path: 3
[metrics] worst-skew pair later-pin latency: 0.27 ns
[metrics] signal arrival time at the worst endpoint: approximately 2.1 ns
[metrics] post-CTS setup-driven buffer insertion count: 0
[metrics] type of element launching the critical path: input pin
## worst reg2reg max path: stages, from the launching register on
cell	delay (ns)
dfrtp_1	0.42
o21bai_1	0.29
or2_4	0.26
o21ai_0	0.11
## worst max-delay path by stage
stage / from / end / slack [ns] / cells after the start
6_report: mode[0] / state[9] / 0.28 / 7
5_1_grt: mode[0] / state[7] / 0.12 / 7
4_1_cts: mode[0] / state[9] / 0.28 / 7
## cell usage in the layout, fill, tap and decap left out
cell type / n
xor2_1: 4
xnor2_1: 1
inv_1: 3
nand4_1: 2
a21oi_1: 2
nor3_1: 1
o211a_1: 1
o21ai_0: 7
o21bai_1: 1
buf_4: 2
clkdlybuf4s50_1: 16
nor4_1: 1
dfrtp_1: 12
nand2b_1: 2
clkbuf_4: 3
or4_4: 1
nor3b_1: 1
o2111ai_1: 1
mux2i_1: 1
or2_4: 1
ha_1: 6
nand2_1: 15
clkbuf_8: 1
o21ai_1: 1
nor2_1: 3
a32o_1: 2
## area by class of cell
class,instances,area share [%]
Tap cell,46,6.14
Timing Repair Buffer,18,18.7
Clock buffer,4,3.87
Sequential cell,12,32.0
Inverter,3,1.20
Multi-Input combinational cell,54,38.1
## metal layers
metal	track usage, %	part of all wire, %	up-vias
li1	-	-	286
met1	7.17	48	245
met2	8.19	43	12
met3	2.61	8.4	2
met4	0.352	0.81	0
met5	0	0	-
## registers in the layout (all words and copies together), names as in the netlist
| register | cells |
|---|---|
| run | 1 |
| state | 11 |
## metrics by stage
| stage | hold slack, ns | std cells | utilization, % | power (µW) |
|---|---|---|---|---|
| after floorplan | 0.144 | 71 | - | 336 |
| after global placement | 0.504 | 133 | 26.4 | 420 |
| after detailed placement | 0.506 | 133 | 26.4 | 421 |
| after CTS | 0.527 | 137 | 27.4 | 596 |
| after global routing | 0.549 | 137 | 27.4 | 631 |
| final | 0.515 | 137 | 27.4 | 587 |
## power groups by stage
stage / Clock, µW / Sequential (µW) / Combinational [µW]
6_report: 173 / 273 / 142
5_1_grt: 190 / 278 / 163
4_1_cts: 176 / 273 / 146
## cell families (layout without fill, tap and decap cells)
group | after synthesis | in the layout | synth area share, %
and+or+nand+nor | 27 | 27 | 19.2
muxes | 1 | 1 | 1.47
DFF | 12 | 12 | 44.0
AOI/OAI and AO/OA | 15 | 15 | 14.1
xor gates and xnor gates | 5 | 5 | 6.41
adders and majority gates | 6 | 6 | 11.0
buffers and inverters | 5 | 25 | 3.85
Power is estimated from default activity; no workload was simulated.
